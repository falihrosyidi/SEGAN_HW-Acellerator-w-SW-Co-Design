`flow/config.mk`:
```
export PLATFORM = sky130hd
export DESIGN_NAME = reg_file_weight
export DESIGN_NICKNAME = reg_file_weight
export VERILOG_FILES = /design/flow/design.v
export SDC_FILE = /design/flow/constraint.sdc
export NUM_CORES = 4
export LEC_CHECK = 1
export CORE_AREA = 10 10 478 478
export DIE_AREA = 0 0 488 488
```
`flow/constraint.sdc`:
```
current_design reg_file_weight

set clk_period 26.2
set clk_io_pct 0.2

create_clock -name clk0 -period $clk_period [get_ports {clk}]

set non_clock_inputs [all_inputs -no_clocks]
set_input_delay [expr $clk_period * $clk_io_pct] -clock clk0 $non_clock_inputs
set_output_delay [expr $clk_period * $clk_io_pct] -clock clk0 [all_outputs]
```
`flow/design.v`:
```
module reg_file_weight #(
    parameter WIDTH = 32,
    parameter N_REG = 31
) (
    input wire clk,
    input wire rst,
    input wire en,
    input wire signed [WIDTH-1:0] w_1,
    input wire signed [WIDTH-1:0] w_2,
    output wire signed [WIDTH*N_REG-1:0] all_weight
);
    reg signed [WIDTH-1:0] reg_f [N_REG-1:0];
    genvar g;
    generate
        for (g = 0; g < N_REG; g = g + 1) begin : output_map
            assign all_weight[(g+1)*WIDTH-1 : g*WIDTH] = reg_f[g];
        end
    endgenerate
    reg [3:0] count;
    wire [4:0] addr;
    assign addr = {count, 1'b0}; 
    integer i;
    always @(posedge clk) begin
        if (rst) begin
            count <= 4'd15;
            for (i = 0; i < N_REG; i = i + 1) begin
                reg_f[i] <= {WIDTH{1'b0}};
            end
        end
        else if (en) begin
            if (addr < N_REG) 
                reg_f[addr] <= w_2;
            if (addr >= 1)    
                reg_f[addr-1] <= w_1;
            if (count != 0) begin
                count <= count - 1;
            end
        end
    end
endmodule
```
`flow/run.sh`:
```
#!/bin/bash
# OpenROAD 26Q1-2900-gdf79404cd8, Yosys 0.63+post, stock flow scripts
make -C /OpenROAD-flow-scripts/flow DESIGN_CONFIG=/design/flow/config.mk WORK_HOME=/design/flow/orfs finish
```
==> results.ini <==
[run_status]
status=complete, no violations

[global_routing]
antenna_found_initial=41
grt_max_degree=84
grt_pass1_wl_microns=227000
first_global_vias=24800
track_usage_pct=14.5
grt.overflow.total=0

[routing]
post_drt_wl_per_cell_microns=27.4
routed_wl_microns=174000
drt_pass1_iterations=4
post-route-drc-count=0
drtIter0Drc=1726
vias=24200
drtAntennaViolNets=0
vias_per_cell=3.79

[logic_synthesis]
synth_cell_types=38
ys_warn_count=1
ys_chip_area_sq_mm=0.0377
ff_type=edfxtp_1
seq_area_frac_synth_pct=79.3
ys_cells=2318
synthCells=2318
edf_count=992
syn-mean-instance-area_sq_um=16.2
async_flop_share_pct=0
ys_ff=996
synth.cell_area_sq_mm=0.0377

[critical_path]
cp-end-kind=flop
required_ns=26.62
worst-path-max-fanout=33
arrival_ns=8.42
worstSetupPathType=in -> reg
cp-start-kind=input port

[run]
tool_warnings=26
cap_violations=0

[pwr]
irDropWorstVdd_v=0.0000516
p_switching_uw=868
switching_share_pct=23.5
intPower_uw=2830
pwr-share-clk_pct=42.0
pwr_density_cell_mw_per_mm2=66.4
cellLeakagePower_uw=0.0214
comb_power_share_pct=8.0
p_seq_share_pct=50.0

[cts]
post-cts-setup-buffers=0
htreeDepth=3
cts_buffers=109
cts_hold_buf=0
root_buffer=clkbuf_16
clk_latency_ns=0.74
clockBufferDepth=3
numClockSinks=996
clkTransAtPathRegs_ns=0.06
ctsResizeCount=0
cts_tree=done

[sta]
finalSetupViolCount=0
rsz0062_at_grt=false
post-route-period-util_pct=30.5
hold_viol=0
finalCriticalPeriod_ns=8.00
clock.fmax_mhz=125
fin_skew_ns=0.0462
worst_pin_slew_ns=0.985
worst_slack_ns=18.20
max_slew_margin_pct=34.3
finalSetupTns_ns=0
hold_ws_ns=0.610
maxSlewViolCount=0

[placement]
pre_cts_ws_ns=17.42
gp_congestion=0.851
dp_hpwl_microns=127000
numPortBuffers=1058

[final_layout]
layout_top_cells=1,045 x clkdlybuf4s50_1, 992 x edfxtp_1, 513 x and2_1
nFillCells=22100
syn_to_final_growth_pct=47.9
lay_top_count=clkdlybuf4s50_1
drive_gt1_share_pct=10.1

[floorplan]
dieArea_sq_mm=0.238
die_height_microns=488
core_sq_mm=0.218
ioPinCount=1059
dieWidth_microns=488
rows=171
initCoreUtil_pct=17.3

[hold_path]
hp-class=reg -> reg

registers in the layout, indices dropped and copies added (netlist names):
signal  cells
reg_f     992
count       4
layer usage:
metal | track usage (%) | wire, microns
met3 | 11.2 | 31300
met2 | 21.5 | 77400
met5 | 0.181 | 70
met4 | 4.35 | 6080
met1 | 16.1 | 59500
synthesized netlist by cell type (2+ instances only):
cell type  count  share of area [%]
o21ai_2        2              0.047
dfxtp_1        4               0.21
inv_1          6              0.060
and2_1       513                8.5
nor3_2         4               0.11
ha_1           2              0.066
buf_2         46               0.61
and3_1       480                8.0
o21bai_1       4              0.080
a211o_1        2              0.047
clkbuf_1     177                1.8
nand4_1        2              0.033
nor2b_1        3              0.050
nor2_1        20               0.20
nand2_1        6              0.060
nand3_1        5              0.066
mux2i_2        2              0.073
or2_2         16               0.27
nand2b_1       4              0.066
edfxtp_1     992                 79
clkbuf_2       2              0.027
a21o_1        10               0.20
path summary, 6_finish.rpt:
kind	slack, ns	endpoint	from	depth (start not counted)
worst max-delay path	18.20	reg_f[28][16]	en	7
worst min-delay path	0.61	count[1]	count[1]	2
worst max register to register	22.11	reg_f[15][7]	count[1]	9
worst min register to register	0.61	count[1]	count[1]	2
per-stage QoR:
stage               instances  area (sq um)  utilization [%]  total power, uW
floorplan                2318         37700                -             1910
global placement         6127         52000             23.9             2180
detailed placement       6127         52000             23.9             2190
CTS                      6326         55600             25.5             3740
global route             6341         55600             25.6             3820
finish                   6374         55700             25.6             3700
cell families (layout without fill, tap and decap cells):
group | count (synthesis) | after routing | share of synthesized area [%]
other | 0 | 48 | 0
AOI/OAI and AO/OA | 24 | 24 | 0.508
muxes | 2 | 2 | 0.0731
and+or+nand+nor | 1062 | 1062 | 17.5
adders and majority gates | 2 | 2 | 0.0664
buffers and inverters | 231 | 1385 | 2.46
xor gates and xnor gates | 1 | 1 | 0.0233
DFF | 996 | 996 | 79.3
final cells by class:
class / instances / area (sq um) / share of cell area (%)
flip-flops and latches: 996 / 29900 / 53.6
repair buffers: 1180 / 11400 / 20.5
multi-input cells: 1091 / 7070 / 12.7
well taps: 2854 / 3570 / 6.41
clock buffers: 124 / 2780 / 5.00
clock inverters: 75 / 816 / 1.46
diodes: 48 / 120 / 0.216
inverters: 6 / 22.5 / 0.0404
power by group through the flow:
stage | sequential (uW) | clock [uW] | combinational [uW]
finish | 1850 | 1550 | 297
global route | 1850 | 1650 | 316
CTS | 1850 | 1590 | 303
critical path, cell delays in order:
cell and delay, ns:
clkdlybuf4s50_1 0.72, nor2b_1 0.19, buf_4 0.19, nand3_1 0.32
nor2_4 0.79, or2_2 0.56, buf_4 0.36
Power is estimated from default activity; no workload was simulated.
