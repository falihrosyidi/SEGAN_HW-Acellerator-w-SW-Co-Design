File: design/flow/config.mk
export PLATFORM = sky130hd
export DESIGN_NAME = reg_file_input
export DESIGN_NICKNAME = reg_file_input
export VERILOG_FILES = /design/flow/design.v
export SDC_FILE = /design/flow/constraint.sdc
export NUM_CORES = 4
export LEC_CHECK = 1
export CORE_AREA = 10 10 589 589
export DIE_AREA = 0 0 599 599
File: design/flow/constraint.sdc
current_design reg_file_input

set clk_period 1.0
set clk_io_pct 0.2

create_clock -name clk0 -period $clk_period [get_ports {clk}]

set non_clock_inputs [all_inputs -no_clocks]
set_input_delay [expr $clk_period * $clk_io_pct] -clock clk0 $non_clock_inputs
set_output_delay [expr $clk_period * $clk_io_pct] -clock clk0 [all_outputs]
File: design/flow/design.v
module reg_file_input #(
    parameter WIDTH = 32,
    parameter N_REG = 31
) (
    input wire clk,
    input wire rst,
    input wire en,
    input wire signed [WIDTH-1:0] in_1,
    input wire signed [WIDTH-1:0] in_2,
    output wire signed [WIDTH*N_REG-1:0] all_outputs
);
    reg signed [WIDTH-1:0] reg_f [N_REG-1:0];
    genvar g;
    generate
        for (g = 0; g < N_REG; g = g + 1) begin : output_map
            assign all_outputs[(g+1)*WIDTH-1 : g*WIDTH] = reg_f[g];
        end
    endgenerate
    integer i;
    always @(posedge clk) begin
        if (rst) begin
            for (i = 0; i < N_REG; i = i + 1) begin
                reg_f[i] <= {WIDTH{1'b0}};
            end
        end
        else if (en) begin
            for (i = 0; i < N_REG-2; i = i + 1) begin
                reg_f[i] <= reg_f[i+2];
            end
            reg_f[N_REG-2] <= in_1;
            reg_f[N_REG-1] <= in_2;
        end
    end
endmodule
File: design/flow/run.sh
#!/bin/bash
# OpenROAD 26Q1-2900-gdf79404cd8, Yosys 0.63+post, stock flow scripts
make -C /OpenROAD-flow-scripts/flow DESIGN_CONFIG=/design/flow/config.mk WORK_HOME=/design/flow/orfs finish
==> run notes <==
run results: Finished Layout Cells=9,838, Die ar.=0.359 mm2, Sink Count=992, largest net degree at the start of global routing=78, fp util=0.108, cell type with the largest total area=dfxtp_1, Rows=212, Worst-Skew Late Latency=860 ps, share of cells above drive strength 1=0.612, critical path launch point type=flop, Synth Seq Share=0.551, number of global-route vias before repair=29,400, DRC viols=0, final worst slack=-636 ps, Gate Area=0.0137 mm2, Tmin final=1640 ps, wire per inst=19.0 um, Commonest Layout Cell=buf_4, Yosys warning total=2, biggest regs=reg_f (992), post-layout period usage=1.64, DRT iter0 DRCs=1,621, Max Fanout on Critical Path=2, crit path capture type=output port, Post-DRT Antenna Nets=0, Max VDD drop=1.48 mV, clock transition at the registers of the reported paths=60 ps, vias=30,400, Placer Congestion=0.902, synthesized area per cell=11.3 um2, Inserted Clock Buffers=118, chip area in the Yosys report=0.0360 mm2, CTS tree=built, Port Buffer Count=1,058, Slew @ Worst Pin=819 ps, cells after synthesis=3,197, final WL=187,000 um, dpl cells=9,519, share of the synthesized area in the top cell type=0.551, data arrival time of the worst path=1440 ps, most common logic cells in the final layout=buf_4 (1,074), mux2i_1 (992), nor2_1 (992), dfxtp_2 (913), buf_6 (523), grt ovf=0, final hold violation count=0, worst hold path type=in2reg, max_cap viols=0, Die Ht=599 um, critical path required time=800 ps, Setup Skew=85.3 ps, status=finished with violations, Slew Viols, Final=0, drt pass-1 iters=5, hold_ws=68.6 ps, Core Box Area=0.334 mm2, failing checks=negative setup slack, Crit Path Class=reg2out, fmax=0.611 GHz, main area contributors=dfxtp_1 (55%), mux2i_1 (28%), nor2_1 (10%), ys cells=3,197, OpenROAD warnings=28, post-DP HPWL=153,000 um, GRT Total Usage=0.101, Relative slew margins=0.452, register area=0.0213 mm2, CTS root buffer=clkbuf_16, I/O pins=1,059, Leakage=30.4 nW, H-tree Lvls=3, area delta synth->final=77.3%, fillers=36,300, first-pass GRT wire length=250,000 um, initial antenna violation count=36, post-DR vias/cell=3.09, distinct lib cells=7, die width=599 um, flops & latches, synth=992, PD cells=1420 mW/mm2, max FFs per register=992, Cell Area, Synth=0.0360 mm2, Max Root-Sink Buffers=4, Final setup violation count=1,754, RSZ-0062 raised after global routing=true, register with the most flip-flops=reg_f
## kinds of logic after synthesis
family,Yosys count,share of synthesized area
multiplexers,992,0.275
flip-flops,992,0.551
AND/OR/NAND/NOR,992,0.103
buffers and inverters,221,0.0704
## worst max-delay path: stages, from the launching register on
cell and delay [ps]:
dfxtp_4 390, buf_6 130, buf_12 120
## final cells by class
class / instances / area share
Sequential cell: 992 / 0.333
Timing Repair Buffer: 2251 / 0.304
Multi-Input combinational cell: 1984 / 0.214
Tap cell: 4387 / 0.0859
Clock buffer: 176 / 0.0554
Clock inverter: 41 / 0.00824
Antenna cell: 7 / 0.000274
## repair_timing
| item | in CTS | in global routing |
|---|---|---|
| setup endpoints to repair | 993 | 1754 |
| setup buffers | 36 | 22 |
| hold buffers | 43 | 0 |
| endpoints found under the hold margin | 472 | 0 |
| resized | 4561 | 534 |
## path summary, 6_finish.rpt
check | startpoint | depth (start not counted) | slack [ps] | end
setup / recovery | reg_f[19][28]$_SDFFE_PP0P_ | 2 | -640 | all_outputs[636]
hold / removal | rst | 5 | 70 | reg_f[22][18]$_SDFFE_PP0P_
setup reg to reg | reg_f[19][30]$_SDFFE_PP0P_ | 3 | -210 | reg_f[19][30]$_SDFFE_PP0P_
hold reg to reg | reg_f[0][3]$_SDFFE_PP0P_ | 2 | 480 | reg_f[0][3]$_SDFFE_PP0P_
## layer usage
| layer | global-route usage | wire length [um] | vias to the layer above |
|---|---|---|---|
| met5 | 0 | 13 | - |
| met4 | 0.0257 | 5840 | 2 |
| met3 | 0.0278 | 12700 | 242 |
| met2 | 0.165 | 89000 | 806 |
| met1 | 0.132 | 79300 | 14300 |
| li1 | - | - | 15100 |
## synth_stat cells, drive strengths merged
| cell | count |
|---|---|
| clkbuf | 75 |
| mux2i | 992 |
| dfxtp | 992 |
| nor2 | 992 |
| buf | 146 |
## stage by stage
| step | setup TNS (ps) | setup WS [ps] | power, W | util | area [um2] |
|---|---|---|---|---|---|
| after floorplan | -83730 | -93.3 | 0.0442 | - | 36100 |
| after global placement | -270470 | -755 | 0.0465 | 0.177 | 59200 |
| after detailed placement | -277770 | -760 | 0.0465 | 0.177 | 59200 |
| after CTS | -724230 | -770 | 0.0924 | 0.192 | 64200 |
| after global routing | -733320 | -743 | 0.0941 | 0.192 | 63900 |
| final | -640670 | -636 | 0.0908 | 0.192 | 63900 |
## report_power, final
part | switching [W] | total (W) | leakage [nW] | internal, W
clock network | 0.0184 | 0.0452 | 2.00 | 0.0268
logic | 0.00277 | 0.00565 | 19.9 | 0.00287
registers | 0.000258 | 0.0399 | 8.53 | 0.0397
Power figures rest on the tool's default switching activity, not on a simulated workload.
