[flow/design.v]
module prelu_Q #(
    parameter WIDTH = 32,
    parameter FBITS = 24
) (
    input  signed [WIDTH-1:0] x,
    input  signed [WIDTH-1:0] a,
    output signed [WIDTH-1:0] y
);
    wire signed [(2*WIDTH)-1:0] product;
    wire sign = x[WIDTH-1];
    assign product = x * a;
    assign y = (sign) ? product[(FBITS + WIDTH - 1) : FBITS] : x;
endmodule
[flow/run.sh]
#!/bin/bash
# OpenROAD 26Q1-2900-gdf79404cd8, Yosys 0.63+post, stock flow scripts
make -C /OpenROAD-flow-scripts/flow DESIGN_CONFIG=/design/flow/config.mk WORK_HOME=/design/flow/orfs finish
[flow/config.mk]
export PLATFORM = sky130hd
export DESIGN_NAME = prelu_Q
export DESIGN_NICKNAME = prelu_Q
export VERILOG_FILES = /design/flow/design.v
export SDC_FILE = /design/flow/constraint.sdc
export NUM_CORES = 4
export LEC_CHECK = 1
export CORE_UTILIZATION = 50
[flow/constraint.sdc]
current_design prelu_Q

set clk_period 18.2
set clk_io_pct 0.2

create_clock -name clk0 -period $clk_period

set non_clock_inputs [all_inputs -no_clocks]
set_input_delay [expr $clk_period * $clk_io_pct] -clock clk0 $non_clock_inputs
set_output_delay [expr $clk_period * $clk_io_pct] -clock clk0 [all_outputs]
==> flow_summary.toml <==
# flow metrics
[power]
switchingPower_mw = 18.7
peakVddDrop_mv = 2.77
intPower_mw = 14.2
p_leak_nw = 17.4
power.density_nw_per_um2 = 937
swShare = 0.568

[flow_run]
cap_violations = 0
warning_count = 32

[clock_tree]
ctsResizeCount = 0
post_cts_buffers = 0
holdBufCountCts = 0

[grt]
grt_first_pass_wirelength_microns = 159000
gr-usage-all-layers = 0.348
grt-ovfl-total = 0
grt_max_degree = 59
antenna_found_initial = 2
grt_pass1_vias = 27300

[final_timing]
period_needed_ns = 16.25
post-route-period-util = 0.893
setup_viol = 0
drv_slew = 0
fin_tns_setup_ns = 0
fmax_mhz = 61.6
hold_viol = 0
rsz0062_at_grt = "no"
worst_pin_slew_ns = 1.02
slew_headroom = 0.317
fin_ws_ns = 1.95

[route]
drtPass1Iterations = 5
vias_per_cell = 5.43
postRouteWirelength_microns = 102000
routedWlPerCell_microns = 22.9
drt_iter0_drc = 1057
remaining_drc_errors = 0
route.vias.total = 24100
ant_nets = 0

[cells_and_area]
combGateArea_sq_um = 29300
seq_cell_count = 0
layout.area.seq_sq_um = 0
drive_above_1_share = 0.0324
clock_buffers = 0
syn_to_final_growth_pct = 5.42
nFillCells = 5868

[floorplanning]
die_w_microns = 260
std_cell_rows = 94
core_sq_um = 65900
die_area_sq_um = 67700
initCoreUtil = 0.506
io_pins = 96
dieHeight_microns = 260

[outcome]
outcome = "finished, final reports clean"

[setup_path]
endpoint_kind = "output port"
cp_slowest_cell = "fa_1"
critical_path_buf_inv_count = 6
path_max_fanout = 32
path_cells = "clkdlybuf4s50_1, buf_4, nand2_1, inv_1, fa_1, fa_1, fa_1, fa_1, inv_1, fa_1, inv_1, fa_1, fa_1, fa_1, ha_1, nand2_1, o21ai_0, nor2_1, nand2_1, a21oi_2, nor2_4, o21a_1, o221ai_1, clkdlybuf4s50_1"
cp_common_cell = "fa_1"
critPathKind = "in -> out"
worstSetupStartpointType = "primary input"
arrival_ns = 12.61
worst_path_largest_cell_delay_ns = 0.86
cp.required_ns = 14.56
crit_family = "adder cells"

[logic_synthesis]
syn_area_per_cell_sq_um = 9.22
syn-cell-area_sq_um = 33300
yosys_warnings = 0
yosysSeqAreaShare = 0
ys_area_sq_um = 33300
yosysCellCount = 3615
netlist_instances = 3615
synth_cell_types = 70

[placement]
io_buffer_count = 96
gp_congestion = 0.987
place_ws_ns = 2.05
place_hpwl_microns = 77800

[worst_hold_path]
hp-class = "in -> out"
==> logic make-up (layout without fill, tap and decap cells) <==
family | Yosys count | after routing | share of synthesized area
multiplexers | 19 | 19 | 0.00634
AND/OR/NAND/NOR | 1141 | 1141 | 0.168
buffers and inverters | 1075 | 1038 | 0.121
adder cells (fa/ha/maj) | 1153 | 1153 | 0.654
AND-OR/OR-AND | 177 | 177 | 0.0375
XOR/XNOR | 50 | 50 | 0.0131
other | 0 | 1 | 0
==> cell usage after synthesis (4+ instances only) <==
cell	n	area (sq um)
nor4_1	4	25.0
nand2b_1	8	50.1
o21ai_2	4	35.0
xor2_1	12	105
o211ai_1	6	45.0
nor2b_1	18	113
nand3_1	9	45.0
fa_1	982	19700
clkbuf_1	200	751
ha_1	171	2140
xnor2_1	38	333
o21bai_1	7	52.6
nor3_1	12	60.1
a21oi_1	39	195
o21ai_1	4	20.0
a211oi_1	9	67.6
a21o_1	18	135
a31oi_1	9	56.3
and2_1	438	2740
o311ai_0	5	43.8
nor2_1	30	113
inv_1	867	3250
o21ai_0	37	185
nand2_1	591	2220
nand4_1	14	87.6
mux2_2	17	191
==> through the flow <==
step                      total power [mW]  area, sq um   util  cells  hold slack (ns)
final                                 32.9        35100  0.533   4443             8.40
after global routing                  36.1        35100  0.533   4442             8.45
after CTS                             32.9        35100  0.533   4442             8.40
after detailed placement              32.7        35100  0.533   4442             8.39
after global placement                32.8        35100  0.533   4442             8.39
after floorplan                       21.5        33300      -   3615             7.34
==> placed cells by master, fill, tap and decap left out, types with 4 or more instances in the layout <==
cell type,instances
ha_1,171
a211oi_1,9
nor2b_1,18
nand4_1,14
a21oi_1,39
and2_1,438
mux2_2,17
fa_1,982
xor2_1,12
a21o_1,18
xnor2_1,38
o21ai_2,4
o211ai_1,6
nand2_1,591
o21bai_1,7
nor4_1,4
o21ai_1,4
o21ai_0,37
nor3_1,12
nand3_1,9
nand2b_1,8
clkdlybuf4s50_1,95
o311ai_0,5
a31oi_1,9
inv_1,867
buf_4,74
nor2_1,30
==> final cells by class <==
| cell class | instances | area share |
|---|---|---|
| Antenna cell | 1 | 0.0000712 |
| Inverter | 868 | 0.0927 |
| Multi-Input combinational cell | 2540 | 0.833 |
| Tap cell | 864 | 0.0308 |
| Timing Repair Buffer | 170 | 0.0430 |
==> worst paths after layout <==
kind | startpoint | to | cells past startpoint | slack (ns)
min | x[31] | y[24] | 5 | 8.40
max | a[5] | y[30] | 24 | 1.95
==> worst min-delay path, delay by kind of cell <==
| kind | cells | cell delay, ns |
|---|---|---|
| compound gates | 1 | 0.10 |
| simple gates | 1 | 0.13 |
| buf+inv | 3 | 0.85 |
==> power groups by stage <==
stage         combinational, mW  clock, mW  sequential, mW
CTS                        32.9          0               0
global route               36.1          0               0
==> metal layers <==
layer	up-vias	wire length (microns)	track usage
met5	-	0	0
met4	0	5960	0.149
met3	267	9820	0.127
met2	1079	52000	0.565
li1	10300	-	-
met1	12500	34000	0.434
Power figures rest on the tool's default switching activity, not on a simulated workload.
